==> design/flow/design.v <==
module veri_accumulator_16bit (out,enable,clk,rstb,up,step,ext_val,sel_ext);
        output [15:0]out;
        input enable, clk, rstb,up;
        input [3:0] step;	
        input [15:0] ext_val;
        input sel_ext;	
        reg [15:0]out;
        reg upsatb,dnsatb;
    always @(posedge clk or negedge rstb)
    begin
       if (~rstb) 
          begin
            out <= 16'h8000;  
          end 
    else
       if (enable)          
         if(sel_ext)        
           out<= ext_val;
         else
           if(up == 1'b1 && upsatb)
          begin
            out <= out + step;
          end
        else 
         if(up == 1'b0 && dnsatb) 
          begin
           out <= out - step;
          end
end   
  always @(out)
        if(out > 16'hFFC0)
          begin
            upsatb <= 1'b0;
            dnsatb <= 1'b1;
         end          
        else if (out < 16'h3F)
          begin
            upsatb <= 1'b1;
            dnsatb <= 1'b0;
         end
        else
          begin
            upsatb <= 1'b1;
            dnsatb <= 1'b1;
         end
endmodule
==> design/flow/run.sh <==
#!/bin/bash
# OpenROAD 26Q1-2900-gdf79404cd8, Yosys 0.63+post, stock flow scripts
make -C /OpenROAD-flow-scripts/flow DESIGN_CONFIG=/design/flow/config.mk WORK_HOME=/design/flow/orfs finish
==> design/flow/config.mk <==
export PLATFORM = sky130hd
export DESIGN_NAME = veri_accumulator_16bit
export DESIGN_NICKNAME = veri_accumulator_16bit
export VERILOG_FILES = /design/flow/design.v
export SDC_FILE = /design/flow/constraint.sdc
export NUM_CORES = 4
export LEC_CHECK = 1
export CORE_AREA = 10 10 100 100
export DIE_AREA = 0 0 110 110
==> design/flow/constraint.sdc <==
current_design veri_accumulator_16bit

set clk_period 8.8
set clk_io_pct 0.2

create_clock -name clk0 -period $clk_period [get_ports {clk}]

set non_clock_inputs [all_inputs -no_clocks]
set_input_delay [expr $clk_period * $clk_io_pct] -clock clk0 $non_clock_inputs
set_output_delay [expr $clk_period * $clk_io_pct] -clock clk0 [all_outputs]
==> results_dict.tcl <==
# yosys + openroad results
set metrics [dict create \
    outcome "finished, final reports clean" \
    crit_path_max_fanout 6 \
    ctsHtreeMaxLevel 1 \
    slew_violations 0 \
    fill_cells 817 \
    cts_buffers 3 \
    r2r_setup_slack_ps 4380 \
    syn-cell-area_mm2 0.00175 \
    critical_path_class "primary input to register" \
    die_h_um 110 \
    drive_above_1_share 0.0541 \
    synth.most_common_cell "nand2_1" \
    cap_violations 0 \
    drc 0 \
    cts_setup_buffers 0 \
    drt_iter0_markers 114 \
    yosysCellCount 228 \
    ys_types 56 \
    yosysTopAreaCell "dfrtp_1" \
    tritoncts "built" \
    p_per_area_mw_per_mm2 231 \
    die_w_um 110 \
    port_buffers 40 \
    antenna_found_initial 0 \
    n_antenna_cell 0 \
    place_ws_ps 3020 \
    path_delay_family "AND-OR/OR-AND gates" \
    grt_usage 0.0883 \
    slowest_delay_ps 550 \
    worst_slew_pin_slew_ps 752 \
    wl_per_cell_um 15.3 \
    worst_ir_drop_vdd_v 0.0000617 \
    finalCritPeriodShare 0.630 \
    clockRootBuffer "clkbuf_8" \
    grt_pass1_vias 1636 \
    postSynthCellCount 228 \
    start_kind "primary input" \
    maxSlewHeadroom 0.497 \
    finalCriticalPeriod_ps 5550 \
    worst_slack_ps 3250 \
    cts.sinks 16 \
    fp_util 0.225 \
    cts_hold_buffers 0 \
    via_per_inst 5.02 \
    hold_path.class "register to register" \
    routed_wl_um 5520 \
    required_ps 8990 \
    leakage_nw 0.923 \
    async_flop_share 1.00 \
    path_cells "clkdlybuf4s50_1, nor4b_2, nand2_1, nand2_1, mux2_2, ha_1, a211oi_1, o21ai_1, a2111oi_0, o31ai_1, a32oi_1, o311a_1, nor3_1, nor4b_1, nand3b_1" \
    yosys-stat-area_mm2 0.00175 \
    reg_top3 "out (16)" \
    ios 41 \
    synth_seq_share 0.229 \
    clk_pin_slew_worst_paths_ps 70 \
    finalSetupTns_ps 0 \
    area_delta_synth_final_pct 31.6 \
    grt_max_degree 36 \
    worst_skew_pair.late_latency_ps 250 \
    place_congestion 0.890 \
    cpMostUsedCell "nand2_1" \
    ys.warnings.count 1 \
    largest_reg_flops 16 \
    crit_slowest_cell "a2111oi_0" \
    ctsResizeCount 0 \
    end_kind "register" \
    finalHoldViolations 0 \
    antenna_left 0 \
    p_total_w 0.000534 \
    die_area_mm2 0.0121 \
    netlist.area_leader.share 0.214 \
    postSynthAreaPerCell_um2 7.69 \
    fp-row-count 32 \
    synth-seq-cells 16 \
    clock_path_buffers 2 \
    core_mm2 0.00781 \
    synthFlopType "dfrtp_1" \
    finalSetupViolations 0 \
    arrival_ps 5740 \
    common_cells "24 x nand2_1, 20 x o21ai_0, 19 x nor2_1" \
    grt_first_pass_wirelength_um 8680 \
    dp_hpwl_um 4340 \
    top_register "out" \
    area_leaders "dfrtp_1 21%, ha_1 7.9%, o21ai_0 5.7%" \
    first_pass_iters 4 \
    fmax_mhz 180 \
    fin_worst_skew_ps 5.38 \
    num_vias 1813 \
    warning_count 25 \
    rsz0062_at_grt "no" \
    critPathBufInv 1 \
    grt-ovfl-total 0 \
    synth-edff-count 0 \
]
==> power by group <==
part	total, W	internal [W]	switching [W]
Clock	0.0000663	0.0000397	0.0000266
Combinational	0.000311	0.000160	0.000150
Sequential	0.000157	0.0000987	0.0000579
==> worst min-delay path, cell delays in order (launching register included) <==
cell	delay, ps
dfrtp_1	430
nand2_1	60
o21ai_0	70
==> layer usage <==
layer / global-route usage / vias up / part of all wire
li1: - / 925 / -
met1: 0.131 / 835 / 0.45
met2: 0.143 / 51 / 0.48
met3: 0.00529 / 2 / 0.055
met4: 0.00929 / 0 / 0.0098
met5: 0 / - / 0
==> kinds of logic after synthesis <==
| logic type | count (synthesis) | synth area share |
|---|---|---|
| compound gates | 84 | 0.325 |
| flops | 16 | 0.229 |
| xor+xnor | 8 | 0.0400 |
| fa+ha+maj | 15 | 0.108 |
| buf+inv | 21 | 0.0457 |
| simple gates | 77 | 0.211 |
| mux | 7 | 0.0414 |
==> final timing paths <==
kind / from / endpoint / cells past startpoint
hold / removal: out[13] / out[13] / 2
setup reg to reg: out[12] / out[15] / 14
hold reg to reg: out[13] / out[13] / 2
min in group asynchronous: rstb / out[9] / 1
max in group asynchronous: rstb / out[6] / 1
setup / recovery: up / out[15] / 15
==> cells in the final DEF, fill, tap and decap left out, types with 3 or more instances in the layout <==
cell	n
mux2i_1	5
a22oi_1	5
and3_1	4
a21oi_1	14
nor3_1	9
o21a_1	3
nor2_1	19
clkbuf_8	4
xnor2_1	5
nand2_1	24
inv_1	6
nand3_1	9
o21ai_0	20
dfrtp_1	15
a31oi_1	3
o21bai_1	5
o21ai_1	3
o31ai_1	3
a21o_1	4
clkdlybuf4s50_1	40
xor2_1	3
ha_1	11
==> per-stage QoR <==
step	area (um2)	hold slack (ps)	std cells	utilization
final	2310	594	361	0.296
after global routing	2310	632	361	0.296
after CTS	2310	592	361	0.296
after detailed placement	2250	567	357	0.288
after global placement	2250	548	357	0.288
after floorplan	1750	491	228	-
==> cell type report <==
cell class | instances | area [um2] | share of cell area
flip-flops and latches | 16 | 402 | 0.174
well taps | 102 | 128 | 0.0553
multi-input cells | 191 | 1280 | 0.557
inverters | 6 | 22.5 | 0.00976
clock buffers | 4 | 55.1 | 0.0239
repair buffers | 42 | 415 | 0.180
Power and IR drop assume default switching activity.
