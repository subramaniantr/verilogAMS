==> design.v <==
module veri_dsm_order2_15to4 ( din, dout, clk, rst );
input [14:0] din;
input clk, rst;
output [3:0] dout;
reg [3:0]dout;
reg [15:0]delay1;
reg [15:0]delay2;
reg [15:0] din_2comp;
reg [17:0] dout_int;
reg [15:0] din_signed;
reg [15:0] din_signed_pos;
reg [15:0] din_signed_neg;
always @(posedge clk or negedge rst)
begin
        if (rst == 0 ) begin
                dout <= 0;
                delay1 <= 0;
                delay2 <= 0;
                din_2comp <= 0; 
        end
        else begin
                din_2comp <= din_signed;
                dout <= {~dout_int[15],dout_int[14],dout_int[13],dout_int[12]};
                delay1 <= {4'b0000 ,dout_int[11:0]};
                delay2 <= delay1;
        end
end
always @(din)
begin
                din_signed_pos = {1'b0,din} + 16'b0100_0000_0000_0000;
                din_signed = {~din_signed_pos[15],din_signed_pos[14:0]};
end
always @(delay1 or delay2 or din_2comp) begin
dout_int = {din_2comp[15],din_2comp} + {1'b0,delay1[14:0],1'b0} - {1'b0,delay2};
        if (dout_int < 17'b0_1111_1111_1111_1111)begin
                if (dout_int > 17'b0_0111_1111_1111_1111) begin
                        dout_int = 17'b0_0111_1111_1111_1111;
                end
        end
        if (dout_int > 17'b1_0000_0000_0000_0000)begin
                if (dout_int < 17'b1_1000_0000_0000_0000) begin
                        dout_int = 17'b1_1000_0000_0000_0000;
                end
        end
end
endmodule
==> run.sh <==
#!/bin/bash
# OpenROAD 26Q1-2900-gdf79404cd8, Yosys 0.63+post, stock flow scripts
make -C /OpenROAD-flow-scripts/flow DESIGN_CONFIG=/design/flow/config.mk WORK_HOME=/design/flow/orfs finish
==> config.mk <==
export PLATFORM = sky130hd
export DESIGN_NAME = veri_dsm_order2_15to4
export DESIGN_NICKNAME = veri_dsm_order2_15to4
export VERILOG_FILES = /design/flow/design.v
export SDC_FILE = /design/flow/constraint.sdc
export NUM_CORES = 4
export LEC_CHECK = 1
export CORE_UTILIZATION = 50
==> constraint.sdc <==
current_design veri_dsm_order2_15to4

set clk_period 8.8
set clk_io_pct 0.2

create_clock -name clk0 -period $clk_period [get_ports {clk}]

set non_clock_inputs [all_inputs -no_clocks]
set_input_delay [expr $clk_period * $clk_io_pct] -clock clk0 $non_clock_inputs
set_output_delay [expr $clk_period * $clk_io_pct] -clock clk0 [all_outputs]
==> qor.yml <==
outcome:
  status: "completed"
critical_path:
  cp.arrival_ps: 3190
  worstReg2RegEnd: "delay1[10]"
  r2r_cells: 12
  r2r_slack_ps: 5780
  path_class: "register to register"
  end_kind: "register"
  required_ps: 8960
  cp-start-kind: "register"
  rr_startpoint: "delay1[0]"
  critical_path_peak_fanout: 7
clock_network:
  insertion_delay_ps: 290
  holdBufCountCts: 0
  clock_sinks: 43
  h-tree-depth: 2
  tritoncts: "built"
  root_buffer: "clkbuf_8"
  cts_buffers: 5
  clk_pin_slew_ps: 80
  post_cts_buffers: 0
  cts.repair.resized: 0
  clock_path_buffers: 2
final_timing:
  finClkSkew_ps: 5.90
  setup_ws_ps: 5780
  tns_ps: 0
  worst_slew_pin_slew_ps: 536
  setup-violations-final: 0
  finalHoldViolCount: 0
  maxSlewViolCount: 0
  slew_headroom_pct: 64.2
  finalCritPeriodShare_pct: 34.4
  fmax_mhz: 331
  rsz0062_at_grt: "no"
  hold_slack_ps: 375
  finalCriticalPeriod_ps: 3020
routing:
  routed_wl_mm: 4.25
  via_per_inst: 5.06
  first_pass_iters: 4
  vias: 1660
  ant_nets: 0
  initialDrtViolationCount: 78
  num_antenna_cells: 0
  drc: 0
  wl_per_cell_um: 13.0
yosys:
  async_flop_share_pct: 100
  synth_flops: 43
  area_leaders: "dfrtp_1 (43%), fa_1 (9.6%), inv_1 (8.7%)"
  ys.flop_type: "dfrtp_1"
  yosys_warnings: 1
  yosys-top-cells-count: "inv_1 (58), dfrtp_1 (43), ha_1 (16)"
  synth_area_per_cell_um2: 10.5
  ys_cells: 237
  ys_area_um2: 2500
  synthCells: 237
  synth.distinct_cells: 51
  most_common_cell: "inv_1"
  ys_seq_share_pct: 43.0
  netlist_area_um2: 2500
  top_area_cell: "dfrtp_1"
  edf_count: 0
  synth_top_area_share_pct: 43.0
global_routing:
  grt_pass1_vias: 1668
  overflow: 0
  antenna_found_initial: 0
  grt_use_total_pct: 19.4
  grt_pass1_wl_mm: 7.59
  grt_max_degree: 44
cells_and_area:
  syn2layout_area_growth_pct: 14.8
  layout-drive-gt1-share_pct: 7.66
worst_hold_path:
  hp-start: "delay1[9]"
  hold_class: "register to register"
  holdPathStages: 0
  min_to: "delay2[9]"
floorplanning:
  die_area_um2: 5290
  rows: 25
  core_area_um2: 4750
  die_y_um: 72.7
  die_w_um: 72.7
  initCoreUtil_pct: 52.6
  num_io_pins: 21
placed_design:
  portBuffers: 20
  place_ws_ps: 5700
  gp_congestion: 0.844
  hpwl_mm: 3.14
flow_run:
  openroad.warnings: 25
  max-cap-violations: 0
==> routing by layer <==
metal / GRT usage [%] / routed length [um] / vias up
met1: 31.6 / 2120 / 799
met4: 2.40 / 58 / 0
met3: 3.36 / 169 / 7
li1: - / - / 828
met5: 0 / 0 / -
met2: 29.6 / 1900 / 26
==> sequential cells by signal (all words and copies together), names as in the netlist <==
name / count
din_2comp: 15
delay1: 12
delay2: 12
dout: 4
==> logic make-up after synthesis <==
family | after synthesis | share of synthesized area [%]
compound gates | 49 | 15.1
xor+xnor | 8 | 2.80
fa+ha+maj | 28 | 17.6
buf+inv | 63 | 10.1
flops | 43 | 43.0
mux | 1 | 0.400
simple gates | 45 | 11.0
==> worst max-delay path by stage <==
| stage | slack [ps] | from | cells past startpoint | to |
|---|---|---|---|---|
| CTS | 5740 | delay1[0] | 12 | delay1[10] |
| finish | 5780 | delay1[0] | 12 | delay1[10] |
| global route | 5520 | delay1[0] | 12 | dout[0] |
==> cell usage in the layout, fill, tap and decap left out, types with 6 or more instances in the layout <==
| cell type | instances |
|---|---|
| inv_1 | 58 |
| dfrtp_1 | 43 |
| clkdlybuf4s50_1 | 19 |
| ha_1 | 16 |
| fa_1 | 12 |
| nand2_1 | 9 |
| a21oi_1 | 8 |
| nor2_1 | 8 |
| a21o_1 | 6 |
| clkbuf_8 | 6 |
==> critical path: stages (launching register included) <==
cell and delay, ps:
dfrtp_1 350, inv_1 60, fa_1 460, inv_1 60
ha_1 150, inv_1 50, fa_1 390, nor2b_1 210
o31ai_1 130, o211ai_2 230, a31oi_4 140, nor4_4 500
o31ai_1 140
==> cell type report <==
cell class	instances	area, um2
repair buffers	21	203
well taps	67	83.8
flip-flops and latches	43	1080
clock buffers	6	82.6
inverters	58	218
fillers	425	1880
clock inverters	2	35.0
multi-input cells	131	1170
==> metrics by stage <==
step / std cells / area [um2] / util (%)
floorplan: 237 / 2500 / -
global placement: 320 / 2750 / 57.9
detailed placement: 320 / 2750 / 57.9
CTS: 328 / 2870 / 60.4
global route: 328 / 2870 / 60.4
finish: 328 / 2870 / 60.4
