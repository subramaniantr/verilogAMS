===== ./run.sh =====
#!/bin/bash
# OpenROAD 26Q1-2900-gdf79404cd8, Yosys 0.63+post, stock flow scripts
make -C /OpenROAD-flow-scripts/flow DESIGN_CONFIG=/design/flow/config.mk WORK_HOME=/design/flow/orfs finish

===== ./config.mk =====
export PLATFORM = sky130hd
export DESIGN_NAME = veri_phase_comp_adder
export DESIGN_NICKNAME = veri_phase_comp_adder
export VERILOG_FILES = /design/flow/design.v
export SDC_FILE = /design/flow/constraint.sdc
export NUM_CORES = 4
export LEC_CHECK = 1
export CORE_AREA = 10 10 70 70
export DIE_AREA = 0 0 80 80

===== ./constraint.sdc =====
current_design veri_phase_comp_adder

set clk_period 5.2
set clk_io_pct 0.2

create_clock -name clk0 -period $clk_period

set non_clock_inputs [all_inputs -no_clocks]
set_input_delay [expr $clk_period * $clk_io_pct] -clock clk0 $non_clock_inputs
set_output_delay [expr $clk_period * $clk_io_pct] -clock clk0 [all_outputs]

===== ./design.v =====
module veri_phase_comp_adder(adder_in,down,sum_out);
input [9:0] adder_in;   
input down;
output [9:0] sum_out;
reg    [9:0] sum_out;
always@(adder_in or down)
  if(down == 1'b1 && adder_in != 10'h0)
     sum_out <= adder_in - 1'b1;
  else
  if(down == 1'b0 && adder_in != 10'h3FF)
     sum_out <= adder_in + 1'b1;
  else
     sum_out <= adder_in;
endmodule

==> results.sh <==
# physical design summary
export IMPL_yosysMostFrequentCell="nand2_1"
export IMPL_core_region_area_um2=3420
export IMPL_post_cts_hold_buffer_count=0
export IMPL_arrival_ns=3.65
export IMPL_antenna_diodes=0
export IMPL_ys_warn_count=1
export IMPL_globalRouteOverflowTotal=0
export IMPL_min_delay_start="adder_in[7]"
export IMPL_pwr_share_seq=0
export IMPL_final_hold_viol_count=0
export IMPL_synth_area_per_cell_um2=6.96
export IMPL_cp_max_fo=7
export IMPL_period_minus_slack_ns=4.69
export IMPL_static_leakage_power_nw=0.236
export IMPL_antenna_found_initial=0
export IMPL_swShare=0.401
export IMPL_setup_bufs_post_cts=0
export IMPL_via_count=529
export IMPL_maxSlewHeadroom=0.684
export IMPL_finish_cell_count_without_fillers=128
export IMPL_synth_cellmix_xorXnorShare=0.157
export IMPL_status="completed"
export IMPL_setup_tns_final_ns=0
export IMPL_row_count=21
export IMPL_post_route_drc_count=0
export IMPL_finalHoldWorstSlack_ns=3.13
export IMPL_synthCells=64
export IMPL_clock_buffers=0
export IMPL_placed_cell_area_um2=702
export IMPL_largest_net_degree_at_the_start_of_global_routing=15
export IMPL_data_required_time_of_the_critical_path_ns=4.16
export IMPL_most_instantiated_cells_after_synthesis="nand2_1, o22ai_1, inv_1, xor2_1, nand3_1"
export IMPL_p_comb_frac=1.000
export IMPL_finalCritPeriodShare=0.902
export IMPL_chip_area_um2=6400
export IMPL_initial_core_util=0.130
export IMPL_intPower_uw=26.3
export IMPL_peakVddDrop_mv=0.0142
export IMPL_groute_usage_overall=0.0464
export IMPL_place_inst=128
export IMPL_share_clk_of_total_power=0
export IMPL_finalSetupViolations=0
export IMPL_synthDominantCellAreaShare=0.0983
export IMPL_regArea_um2=0
export IMPL_cellPowerDensity_nw_per_um2=62.6
export IMPL_area_growth_pct=57.6
export IMPL_sort_of_element_at_the_end_of_the_critical_path="output port"
export IMPL_port_buffers=21
export IMPL_slew_violations=0
export IMPL_stage_log_warnings=33
export IMPL_synth_cell_type_count=30
export IMPL_endpoint="sum_out[1]"
export IMPL_place_gp_congestion=0.819
export IMPL_drt_wirelength_per_cell_um=11.6
export IMPL_postLayoutCellArea_um2=702
export IMPL_mappedNetlistArea_um2=445
export IMPL_post_synth_mux_area_share=0.104
export IMPL_dieWidth_um=80
export IMPL_grt_pass1_vias=522
export IMPL_net_switching_power_uw=17.6
export IMPL_synth_stat_cells=64
export IMPL_min_delay_path_class="input port to output port"
export IMPL_ao_oa_area_share=0.180
export IMPL_maxCapViolCount=0
export IMPL_routed_wirelength_um=1490
export IMPL_area_leaders="xor2_1, o22ai_1, nand2_1, xnor2_1, ha_1"
export IMPL_synth_largest_area_cell="xor2_1"
export IMPL_start_kind="input port"
export IMPL_detail_route_first_pass_iterations=4
export IMPL_timing_setup_critical_path_class="input port to output port"
export IMPL_dieHeight_um=80
export IMPL_half_perimeter_wire_length_after_detailed_placement_um=1260
export IMPL_remaining_antenna_violation_count=0
export IMPL_dr_first_iter_drc_count=21
export IMPL_yosysSeqAreaShare=0
export IMPL_seq_cell_count=0
export IMPL_ys_area_um2=445
export IMPL_vias_per_cell=4.13
export IMPL_max_clock_freq_mhz=213
export IMPL_synth_adder_area_share=0.0562
export IMPL_synthSimpleGateAreaFrac=0.435
export IMPL_layout_cells_sized_above_1=0.0732
export IMPL_worst_slew_pin_transition_ns=0.469
export IMPL_rsz0062_at_grt="no"
export IMPL_netlist_logic_family_top="simple AND/OR/NAND/NOR gates"
export IMPL_setup_worst_path_start="adder_in[1]"
export IMPL_io_pins=21
export IMPL_grt_pass1_wl_um=2530
export IMPL_post_cts_resized=0
placed cells by master (no fill, tap or decap), types with 2 or more instances in the layout:
master	count
o22ai_1	6
clkdlybuf4s50_1	21
xor2_1	5
mux2i_1	2
nor3_1	3
ha_1	2
nand4b_1	2
nor4_1	2
nand3_1	4
nor2_1	2
nand2_1	7
xnor2_1	3
nor3b_1	2
inv_1	5
layer usage:
| layer | up-vias | global-route usage | part of all wire |
|---|---|---|---|
| met3 | 0 | 0.00227 | 0.018 |
| met5 | - | 0 | 0 |
| met2 | 8 | 0.0843 | 0.53 |
| met4 | 0 | 0 | 0 |
| met1 | 245 | 0.0620 | 0.45 |
| li1 | 276 | - | - |
power by group through the flow:
| stage | Combinational [mW] | Clock [mW] | Sequential, mW |
|---|---|---|---|
| CTS | 0.0450 | 0 | 0 |
| global route | 0.0488 | 0 | 0 |
| finish | 0.0440 | 0 | 0 |
logic make-up after synthesis:
family	count (synthesis)
and+or+nand+nor	30
AOI/OAI and AO/OA	12
xor gates and xnor gates	8
buffers and inverters	8
muxes	4
adders and majority gates	2
critical path, cell delays in order:
cell             delay (ns)
clkdlybuf4s50_1        0.52
inv_1                  0.12
ha_1                   0.18
nor3b_1                0.37
nor4b_4                0.46
mux2_4                 0.34
mux2i_1                0.13
clkdlybuf4s50_1        0.48
final cells by class:
class,instances,area [um2]
Fill cell,409,2710
Inverter,5,18.8
Multi-Input combinational cell,56,415
Tap cell,46,57.6
Timing Repair Buffer,21,210
metrics by stage:
stage                     total power, mW  setup slack (ns)   util
after floorplan                    0.0167              1.78      -
after global placement             0.0444             0.564  0.205
after detailed placement           0.0447             0.490  0.205
after CTS                          0.0450             0.479  0.205
after global routing               0.0488             0.312  0.205
final                              0.0440             0.511  0.205
how the worst min path moves through the flow:
| stage | to | slack (ns) | depth (start not counted) |
|---|---|---|---|
| 4_1_cts | sum_out[7] | 3.14 | 3 |
| 5_1_grt | sum_out[7] | 3.18 | 3 |
| 6_report | sum_out[7] | 3.13 | 3 |
Power figures rest on the tool's default switching activity, not on a simulated workload.
